===== flow/config.mk =====
export PLATFORM = sky130hd
export DESIGN_NAME = Barrel_Shifter
export DESIGN_NICKNAME = Barrel_Shifter
export VERILOG_FILES = /design/flow/design.v
export SDC_FILE = /design/flow/constraint.sdc
export NUM_CORES = 4
export LEC_CHECK = 1
export CORE_UTILIZATION = 40

===== flow/constraint.sdc =====
current_design Barrel_Shifter

set clk_period 19.6
set clk_io_pct 0.2

create_clock -name clk0 -period $clk_period [get_ports {clk}]

set non_clock_inputs [all_inputs -no_clocks]
set_input_delay [expr $clk_period * $clk_io_pct] -clock clk0 $non_clock_inputs
set_output_delay [expr $clk_period * $clk_io_pct] -clock clk0 [all_outputs]

===== flow/design.v =====
`timescale 1ns / 1ps
module Barrel_Shifter#(
     parameter BIT_WIDTH = 8, 
     parameter N=64)
     (
     input clk,
     input [BIT_WIDTH*N-1:0] IN,
     input [$clog2(N)-1:0] Shift,
     output [BIT_WIDTH*N-1:0] OUT
     );
     wire [BIT_WIDTH*N-1:0] IN_l [0:$clog2(N)-1];  
     wire [BIT_WIDTH*N-1:0] OUT_l [0:$clog2(N)-1];  
     wire [$clog2(N)-1:0] Shift_I[0:$clog2(N)-1];
     wire [$clog2(N)-1:0] Shift_O[0:$clog2(N)-1];
     genvar m;
     generate
	 for(m=0;m<$clog2(N);m=m+1) begin
	   if(m==0)begin
	       assign IN_l[m]=IN;
	       assign Shift_I[m]=Shift;
	       end
	   else
	       begin
	       assign IN_l[m]=OUT_l[m-1];
	       assign Shift_I[m]=Shift_O[m-1];
	       end
	   Layer#(
        .BIT_WIDTH (BIT_WIDTH), 
        .N(N),
        .LAYER(m))
         Layer(
        .clk(clk),
        .IN(IN_l[m]),
        .Shift_I(Shift_I[m]),
        .OUT(OUT_l[m]),
        .Shift_O(Shift_O[m])
        );
	 end
	 assign OUT=OUT_l[$clog2(N)-1];
	 endgenerate
endmodule
`timescale 1ns / 1ps
module Layer#(    
    parameter BIT_WIDTH = 8, 
    parameter N=8,
    parameter LAYER=0)
    (
    input clk,
    input [BIT_WIDTH*N-1:0] IN,
    input [$clog2(N)-1:0] Shift_I,
    output reg [BIT_WIDTH*N-1:0] OUT,
    output reg [$clog2(N)-1:0] Shift_O
    );
    wire [BIT_WIDTH*N-1:0] OUT1;
    wire [BIT_WIDTH-1:0] IN0_arr [0:N-1];
    wire [BIT_WIDTH-1:0] IN1_arr [0:N-1];
    wire [BIT_WIDTH-1:0] OUT_arr [0:N-1];
    genvar m;
    generate
    for(m=0;m<N;m=m+1) begin
        assign IN0_arr[m]= IN[(m+1)*BIT_WIDTH-1:m*BIT_WIDTH];  
        if((m+2**(LAYER))< N)begin
            assign IN1_arr[m+2**(LAYER)]= IN[(m+1)*BIT_WIDTH-1:m*BIT_WIDTH];
        end
        else begin
            assign IN1_arr[m+2**(LAYER)-N]= IN[(m+1)*BIT_WIDTH-1:m*BIT_WIDTH];
        end
    end
    endgenerate
    genvar i;
    generate
        for (i=0;i<N;i=i+1)begin
             MUX#(
            .BIT_WIDTH (BIT_WIDTH), 
            .N(N))
            MUX1(
            .IN_0(IN0_arr[i]),
            .IN_1(IN1_arr[i]),
            .SELECT(Shift_I[LAYER]),
            .OUT(OUT1[(i+1)*BIT_WIDTH-1:i*BIT_WIDTH])
            );
            assign OUT_arr[i]=OUT1[(i+1)*BIT_WIDTH-1:i*BIT_WIDTH];
        end
     endgenerate
    always @(posedge clk)
    begin
        OUT <= OUT1;
        Shift_O<=Shift_I;
    end
endmodule
`timescale 1ns / 1ps
module MUX#(    
    parameter BIT_WIDTH = 8, 
    parameter N=8)
    (
    input [BIT_WIDTH-1:0] IN_0,
    input [BIT_WIDTH-1:0] IN_1,
    input SELECT,
    output [BIT_WIDTH-1:0] OUT
    );
    assign OUT = (SELECT)?IN_1:IN_0;
endmodule

===== flow/run.sh =====
#!/bin/bash
# OpenROAD 26Q1-2900-gdf79404cd8, Yosys 0.63+post, stock flow scripts
make -C /OpenROAD-flow-scripts/flow DESIGN_CONFIG=/design/flow/config.mk WORK_HOME=/design/flow/orfs finish

==> run_summary.xml <==
<?xml version="1.0" encoding="UTF-8"?>
<metrics>
  <group name="status">
    <metric name="run_status" unit="">completed</metric>
  </group>
  <group name="routing">
    <metric name="detail_route.iter0.violations" unit="">3195</metric>
    <metric name="vias_per_cell" unit="">4.83</metric>
    <metric name="drt-wirelength-per-cell" unit="um">32.7</metric>
    <metric name="detail_route.wirelength" unit="um">370000</metric>
    <metric name="drt-pass1-iter-count" unit="">5</metric>
    <metric name="via_count" unit="">54600</metric>
    <metric name="drcViolationCount" unit="">0</metric>
    <metric name="antenna_violating_nets_post_route" unit="">0</metric>
  </group>
  <group name="clock_network">
    <metric name="clk_root_buffer_cell" unit="">sky130_fd_sc_hd__clkbuf_16</metric>
    <metric name="worst_path_clk_slew" unit="ps">60</metric>
    <metric name="clk-insertion-delay-late" unit="ps">980</metric>
    <metric name="cts_tree" unit="">done</metric>
    <metric name="maximum_buffer_depth_of_the_clock_tree" unit="">4</metric>
    <metric name="cts-htree-levels" unit="">5</metric>
    <metric name="ctsResizeCount" unit="">0</metric>
    <metric name="cts_made_buffers" unit="">332</metric>
    <metric name="postCtsSetupRepairBufs" unit="">0</metric>
    <metric name="hold_fix_buffer_count_after_cts" unit="">0</metric>
    <metric name="numClockSinks" unit="">3087</metric>
  </group>
  <group name="place">
    <metric name="gp_congestion" unit="">1.05</metric>
    <metric name="place_ws" unit="ps">13240</metric>
    <metric name="place.detailed.hpwl" unit="um">303000</metric>
    <metric name="count_of_input_and_output_buffers" unit="">1030</metric>
  </group>
  <group name="global_route">
    <metric name="grtUsageTotal" unit="%">30.2</metric>
    <metric name="antenna_violations_before_repair" unit="">212</metric>
    <metric name="first_global_vias" unit="">55500</metric>
    <metric name="globalRoute.totalOverflow" unit="">0</metric>
    <metric name="global_route_wire_length_before_repair" unit="um">482000</metric>
    <metric name="grt_max_degree" unit="">120</metric>
  </group>
  <group name="synth">
    <metric name="yosys_area" unit="um2">100000</metric>
    <metric name="postSynthRegisterBits" unit="">3087</metric>
    <metric name="synthesis.area_per_instance" unit="um2">15.4</metric>
    <metric name="ys_cells" unit="">6501</metric>
    <metric name="synth.distinct_cells" unit="">5</metric>
    <metric name="postSynthCellCount" unit="">6501</metric>
    <metric name="ys_warn_count" unit="">7</metric>
    <metric name="netlist_area" unit="um2">100000</metric>
    <metric name="yosys.stat.seqShare" unit="%">61.6</metric>
  </group>
  <group name="final_timing">
    <metric name="timing.final.max_slew_violations" unit="">0</metric>
    <metric name="finalCritPeriodShare" unit="%">29.7</metric>
    <metric name="maxSlewHeadroom" unit="%">42.0</metric>
    <metric name="final.setup.tns" unit="ps">0</metric>
    <metric name="timing.final.setup_violations" unit="">0</metric>
    <metric name="fin_crit" unit="ps">5820</metric>
    <metric name="setup_ws" unit="ps">13780</metric>
    <metric name="tightest_slew" unit="ps">870</metric>
    <metric name="hold_violations" unit="">0</metric>
    <metric name="rsz0062_at_grt" unit="">false</metric>
    <metric name="clock_tree_skew_after_final_layout" unit="ps">97.1</metric>
    <metric name="fmax" unit="GHz">0.172</metric>
  </group>
  <group name="min_path">
    <metric name="hold_class" unit="">flop to flop</metric>
    <metric name="hold-path-endpoint" unit="">genblk1[1].Layer.Shift_O[2]</metric>
    <metric name="startpoint_of_the_tightest_hold_check_path" unit="">genblk1[0].Layer.Shift_O[2]</metric>
    <metric name="holdPathStages" unit="">0</metric>
  </group>
  <group name="floorplanning">
    <metric name="core_util_floorplan" unit="%">40.3</metric>
    <metric name="core.rowCount" unit="">183</metric>
    <metric name="fp.dieW" unit="um">503</metric>
    <metric name="ioPinCount" unit="">1031</metric>
    <metric name="design.die.area" unit="um2">253000</metric>
    <metric name="die_height" unit="um">503</metric>
    <metric name="core_area" unit="um2">249000</metric>
  </group>
  <group name="power_and_ir_drop">
    <metric name="cellPowerDensity" unit="nW/um2">131</metric>
    <metric name="leakagePower" unit="nW">47.7</metric>
    <metric name="vdd_ir_drop_max" unit="mV">0.107</metric>
  </group>
  <group name="critical_path">
    <metric name="cp_slowest_cell" unit="">sky130_fd_sc_hd__clkdlybuf4s50_1</metric>
    <metric name="critical_path.n_buffers_inverters" unit="">1</metric>
    <metric name="criticalPathCategory" unit="">flop to output port</metric>
    <metric name="setup.worst_path.end_class" unit="">output port</metric>
    <metric name="critPathArrivalTime" unit="ps">1900</metric>
    <metric name="reg2reg_to" unit="">genblk1[4].Layer.OUT[45]</metric>
    <metric name="slowest_delay" unit="ps">500</metric>
    <metric name="regToRegStartpoint" unit="">genblk1[3].Layer.Shift_O[4]</metric>
    <metric name="crit_path_max_fanout" unit="">1</metric>
    <metric name="start_kind" unit="">flop</metric>
    <metric name="worstPathRequired" unit="ps">15680</metric>
    <metric name="r2r_cell_count" unit="">6</metric>
    <metric name="critical_path.cell_chain" unit="">clkdlybuf4s50_1</metric>
    <metric name="ff2ff_setup_slack" unit="ps">15040</metric>
    <metric name="critPathTopFamily" unit="">buffers and inverters</metric>
  </group>
  <group name="finish">
    <metric name="layout_area_growth_over_synthesis" unit="%">22.3</metric>
    <metric name="postLayoutCoreUtil" unit="%">49.3</metric>
    <metric name="multiInputGateArea" unit="um2">34600</metric>
    <metric name="drive_gt1_share" unit="%">46.5</metric>
    <metric name="seq_cell_area" unit="um2">61800</metric>
    <metric name="fill_cell_instance_count_of_the_final_layout" unit="">20900</metric>
  </group>
  <group name="run">
    <metric name="warnings" unit="">36</metric>
    <metric name="max_cap_violations" unit="">0</metric>
  </group>
</metrics>
==> how the worst max path moves through the flow <==
stage	start	endpoint	slack (ps)	cells after the start
6_report	genblk1[5].Layer.OUT[471]	OUT[471]	13780	1
5_1_grt	genblk1[5].Layer.OUT[471]	OUT[471]	13660	1
4_1_cts	genblk1[5].Layer.OUT[471]	OUT[471]	13700	1
==> final cells by class <==
class,instances,area share (%)
multi-input cells,3072,28.2
diodes,171,0.349
flip-flops and latches,3087,50.4
clock inverters,93,0.945
repair buffers,1080,8.74
clock buffers,481,7.92
well taps,3330,3.40
==> cells in the mapped netlist <==
cell type / number / area [um2]
sky130_fd_sc_hd__dfxtp_1: 3087 / 61800
sky130_fd_sc_hd__mux2_2: 3072 / 34600
sky130_fd_sc_hd__buf_6: 276 / 3110
sky130_fd_sc_hd__clkbuf_8: 48 / 661
sky130_fd_sc_hd__buf_2: 18 / 90.1
==> state kept, by name, summed over array words and instances (netlist names) <==
register	flops
genblk1.Layer.Shift_O	15
genblk1.Layer.OUT	3072
==> stage by stage <==
| stage | total power [W] | instances | hold slack (ps) | cell area, um2 |
|---|---|---|---|---|
| 2_1_floorplan | 0.00855 | 6501 | 310 | 100000 |
| 3_3_place_gp | 0.00998 | 10600 | 313 | 111000 |
| 3_5_place_dp | 0.00997 | 10600 | 312 | 111000 |
| 4_1_cts | 0.0162 | 11100 | 301 | 122000 |
| 5_1_grt | 0.0166 | 11300 | 315 | 122000 |
| 6_report | 0.0161 | 11300 | 301 | 123000 |
==> placed cells by master, fill, tap and decap left out, types with 5 or more instances in the layout <==
| master | count |
|---|---|
| sky130_fd_sc_hd__bufinv_16 | 23 |
| sky130_fd_sc_hd__clkinvlp_4 | 10 |
| sky130_fd_sc_hd__clkbuf_8 | 73 |
| sky130_fd_sc_hd__clkdlybuf4s50_1 | 1029 |
| sky130_fd_sc_hd__clkinv_2 | 48 |
| sky130_fd_sc_hd__buf_4 | 48 |
| sky130_fd_sc_hd__dfxtp_4 | 5 |
| sky130_fd_sc_hd__clkbuf_16 | 337 |
| sky130_fd_sc_hd__dfxtp_1 | 3082 |
| sky130_fd_sc_hd__diode_2 | 171 |
| sky130_fd_sc_hd__clkbuf_1 | 71 |
| sky130_fd_sc_hd__mux2_2 | 3072 |
==> cell families (layout without fill, tap and decap cells) <==
family | count (synthesis) | after routing | synth area share (%)
muxes | 3072 | 3072 | 34.5
DFF | 3087 | 3087 | 61.6
buffers and inverters | 342 | 1654 | 3.85
other | 0 | 171 | 0
==> layer usage <==
layer	wire length [um]	GRT usage [%]	vias up
met5	1130	0.685	-
met4	19700	14.1	142
met3	39500	13.6	712
met2	159000	42.6	2123
met1	151000	40.2	26400
li1	-	-	25200
==> power breakdown <==
part / leakage, nW / switching [W] / internal (W)
sequential: 26.1 / 0.000732 / 0.00722
combinational: 16.3 / 0.000748 / 0.00119
clock: 5.35 / 0.00247 / 0.00373
total: 47.7 / 0.00395 / 0.0121
Power is estimated from default activity; no workload was simulated.
